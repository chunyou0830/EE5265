## ./design.v

```verilog
module FullAdder(
	output co,
	output s,
	input a,
	input b,
	input ci
	);
wire t0,t1,t2;
HalfAdder H0(.s(t0),.co(t1),.a(a),.b(b));
HalfAdder H1(.s(s),.co(t2),.a(t0),.b(ci));
assign co = t1|t2;
endmodule
module HalfAdder(
	output s,
	output co,
	input a,
	input b
	);
assign s = a^b;
assign co = a&b;
endmodule
module TenBitAdder(
	input [9:0]a,
	input [9:0]b,
	input ci,
	output [9:0]s,
	output co
	);
wire c1,c2,c3,c4,c5,c6,c7,c8,c9;
FullAdder F0(.co(c1),.s(s[0]),.a(a[0]),.b(b[0]),.ci(ci));
FullAdder F1(.co(c2),.s(s[1]),.a(a[1]),.b(b[1]),.ci(c1));
FullAdder F2(.co(c3),.s(s[2]),.a(a[2]),.b(b[2]),.ci(c2));
FullAdder F3(.co(c4),.s(s[3]),.a(a[3]),.b(b[3]),.ci(c3));
FullAdder F4(.co(c5),.s(s[4]),.a(a[4]),.b(b[4]),.ci(c4));
FullAdder F5(.co(c6),.s(s[5]),.a(a[5]),.b(b[5]),.ci(c5));
FullAdder F6(.co(c7),.s(s[6]),.a(a[6]),.b(b[6]),.ci(c6));
FullAdder F7(.co(c8),.s(s[7]),.a(a[7]),.b(b[7]),.ci(c7));
FullAdder F8(.co(c9),.s(s[8]),.a(a[8]),.b(b[8]),.ci(c8));
FullAdder F9(.co(co),.s(s[9]),.a(a[9]),.b(b[9]),.ci(c9));
endmodule
```

## ./run.sh

```bash
#!/bin/bash
# OpenROAD 26Q1-2900-gdf79404cd8, Yosys 0.63+post, stock flow scripts
make -C /OpenROAD-flow-scripts/flow DESIGN_CONFIG=/design/flow/config.mk WORK_HOME=/design/flow/orfs finish
```

## ./config.mk

```make
export PLATFORM = sky130hd
export DESIGN_NAME = TenBitAdder
export DESIGN_NICKNAME = TenBitAdder
export VERILOG_FILES = /design/flow/design.v
export SDC_FILE = /design/flow/constraint.sdc
export NUM_CORES = 4
export LEC_CHECK = 1
export CORE_AREA = 10 10 70 70
export DIE_AREA = 0 0 80 80
```

## ./constraint.sdc

```tcl
current_design TenBitAdder

set clk_period 9.6
set clk_io_pct 0.2

create_clock -name clk0 -period $clk_period

set non_clock_inputs [all_inputs -no_clocks]
set_input_delay [expr $clk_period * $clk_io_pct] -clock clk0 $non_clock_inputs
set_output_delay [expr $clk_period * $clk_io_pct] -clock clk0 [all_outputs]
```

==> run summary <==
Worst slew pin tran = 0.0946 ns
Synth Seq Share = 0%
DIE HEIGHT = 80 um
Outcome = finished clean
Global-route wire length before repair = 1380 um
Sequential Area = 0 um^2
Tmin final = 8.57 ns
Total GRT Usage = 2.73%
VDD IR-drop max = 0.0187 mV
Mean Syn Cell Area = 10.4 um^2
Hold Slack = 4.90 ns
Hold path cells = 5
Multi-input gate area = 200 um^2
PortBufs = 32
CLK BUF = 0
Worst Hold Class = primary input to primary output
Hold EP = s[0]
DR vias = 260
First-pass DRT Iterations = 1
Critical path data arrival time = 6.65 ns
Cycle use final = 89.3%
Iter 0 DRT Violations = 0
Synthesized cell area = 313 um^2
CP max FO = 1
Yosys warns = 0
Maxcap violations = 0
Setup Buffers After CTS = 0
Vias per inst = 2.65
Log Warnings = 32
CP required = 7.68 ns
Drt wl/cell = 9.85 um
Registers = 0
Unrepaired setup endpoints after global routing = false
Hold Startpoint = ci
Detail Placement HPWL = 982 um
CP max stage delay = 0.47 ns
PwrDens = 57.5 nW/um^2
Hold Buf Count CTS = 0
Final setup fails = 0
Cell count in the Yosys report = 30
Crit. End Element = primary output
FP Util = 9.16%
Detailed Route WL = 965 um
ANT cells = 0
Slowest cell on crit path = clkdlybuf4s50_1
PostCTS Resize Cnt = 0
Startpoint types = primary input
Yosys synthesis chip area = 313 um^2
Syn-to-layout area delta = 96.8%
Count of different cell masters after synthesis = 3
Routed Antenna Nets = 0
Share of cells above drive strength 1 = 0%
Gr ovfl total = 0
Chip width = 80 um
Relative slew margins = 93.7%
DRC = 0
WS Path Type = primary input to primary output
Max Fclk = 117 MHz
Crit path cell chain = clkdlybuf4s50_1, inv_1, fa_1, inv_1, fa_1, fa_1, fa_1, fa_1, fa_1, fa_1, fa_1, fa_1, inv_1, fa_1, inv_1, clkdlybuf4s50_1
GPL Wtd Cong = 0.864
Io pins = 32
Final slew viol count = 0
Initial antenna violation count = 0
Final Hold Vio Count = 0
Core Region = 3420 um^2
Vias in the first global route = 287
Chip area = 6400 um^2
Most used cell, CP = fa_1
Filler Cells Inserted = 379
Setup TNS = 0 ns
Leakage = 0.251 nW
Cell row count = 21
Cells after Synth = 30
Largest net degree at the start of global routing = 2
-- cell usage after synthesis --
cell   number  area share [%]
buf_4      10              24
inv_1      10              12
fa_1       10              64
-- layout make-up --
class	instances	share of cell area, %
multi-input combinational	10	32.5
timing repair buffer	32	52.0
inverter	10	6.10
tap	46	9.35
-- cells by family after synthesis --
logic type,count (synthesis),share of synthesized area [%]
buffers and inverters,20,36.0
adders and majority gates,10,64.0
-- cell usage in the layout (no fill, tap or decap) --
cell,Yosys,final
clkdlybuf4s50_1,0,32
inv_1,10,10
fa_1,10,10
-- stage by stage --
step           util [%]  setup slack [ns]  instance area [um^2]  total power, W  cells
2_1_floorplan         -              1.90                   313       0.0000172     30
3_3_place_gp       18.0             0.994                   616       0.0000360     98
3_5_place_dp       18.0             0.994                   616       0.0000362     98
4_1_cts            18.0             0.986                   616       0.0000364     98
5_1_grt            18.0             0.751                   616       0.0000396     98
6_report           18.0              1.03                   616       0.0000354     98
-- how the worst max path moves through the flow --
stage / endpoint / cells after the start / start / slack (ns)
after CTS: s[9] / 16 / b[0] / 0.99
after global routing: s[9] / 16 / a[0] / 0.75
final: s[9] / 16 / a[0] / 1.03
-- report_power, final --
| part | switching [W] | internal (W) |
|---|---|---|
| Clock | 0 | 0 |
| Sequential | 0 | 0 |
| Combinational | 0.00000930 | 0.0000261 |
| Total | 0.00000930 | 0.0000261 |
-- worst max-delay path: cells and delay by family --
family / cells / cell delay, ns
adders and majority gates: 10 / 3.61
buffers and inverters: 6 / 1.13
-- metal layers --
layer,track usage (%),vias to the layer above,wire [um]
li1,-,114,-
met1,3.59,116,393
met2,3.13,30,287
met3,2.84,0,285
met4,0,0,0
met5,0,-,0
Power and IR drop assume default switching activity.
